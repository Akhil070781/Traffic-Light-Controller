==> design.v <==
`timescale 1ns / 1ps
module Traffic_sys(north_light,west_light,south_light,east_light,clk,reset);
   output reg [2:0] north_light,west_light,south_light,east_light; 
   input      clk;
   input      reset;
   reg [2:0] state;
   parameter [2:0] north=3'b000, north_yellow=3'b001, west=3'b010, west_yellow=3'b011, 
   east=3'b100, east_yellow=3'b101, south=3'b110, south_yellow=3'b111;
   reg [3:0] count;
   always @(posedge clk, posedge reset)
     begin
        if (reset)
            begin
                state=north;
                count =3'b0000;
            end
        else
            begin
                case (state)
                north :
                    begin
                        if (count==4'b1111)
                            begin
                            count=4'b0000;
                            state=north_yellow;
                            end
                        else
                            begin
                            count=count+4'b0001;
                            state=north;
                            end
                    end
                north_yellow :
                    begin
                        if (count==4'b0011)
                            begin
                            count=4'b0000;
                            state=west;
                            end
                        else
                            begin
                            count=count+4'b0001;
                            state=north_yellow;
                        end
                    end
               south :
                    begin
                        if (count==4'b1111)
                            begin
                            count=4'b0000;
                            state=south_yellow;
                            end
                        else
                            begin
                            count=count+4'b0001;
                            state=south;
                        end
                    end
            south_yellow :
                begin
                    if (count==4'b0011)
                        begin
                        count=4'b0000;
                        state=east;
                        end
                    else
                        begin
                        count=count+4'b0001;
                        state=south_yellow;
                        end
                    end
            east :
                begin
                    if (count==4'b1111)
                        begin
                        count=4'b0000;
                        state=east_yellow;
                        end
                    else
                        begin
                        count=count+4'b0001;
                        state=east;
                        end
                    end
            east_yellow :
                begin
                    if (count==4'b0011)
                        begin
                        count=4'b0000;
                        state=north;
                        end
                    else
                        begin
                        count=count+4'b0001;
                        state=east_yellow;
                        end
                    end
            west :
                begin
                    if (count==4'b1111)
                        begin
                        state=west_yellow;
                        count=4'b0000;
                        end
                    else
                        begin
                        count=count+4'b0001;
                        state=west;
                        end
                    end
            west_yellow :
                begin
                    if (count==4'b0011)
                        begin
                        state=south;
                        count=3'b0000;
                        end
                    else
                        begin
                        count=count+4'b0001;
                        state=west_yellow;
                        end
                    end
            endcase  
        end  
    end 
always @(state)
     begin
         case (state)
            north:
                begin
                    north_light = 3'b001;
                    south_light = 3'b100;
                    east_light = 3'b100;
                    west_light = 3'b100;
                end 
            north_yellow :
                begin
                    north_light = 3'b010;
                    south_light = 3'b100;
                    east_light = 3'b100;
                    west_light = 3'b100;
                end 
            south :
                begin
                    north_light = 3'b100;
                    south_light = 3'b001;
                    east_light = 3'b100;
                    west_light = 3'b100;
                end 
            south_yellow :
                begin
                    north_light = 3'b100;
                    south_light = 3'b010;
                    east_light = 3'b100;
                    west_light = 3'b100;
                end 
            west :
                begin
                    north_light = 3'b100;
                    south_light = 3'b100;
                    east_light = 3'b100;
                    west_light = 3'b001;
                end 
            west_yellow :
                begin
                    north_light = 3'b100;
                    south_light = 3'b100;
                    east_light = 3'b100;
                    west_light = 3'b010;
                end 
            east :
                begin
                    north_light = 3'b100;
                    south_light = 3'b100;
                    east_light = 3'b001;
                    west_light = 3'b100;
                end 
            east_yellow :
                begin
                    north_light = 3'b100;
                    south_light = 3'b100;
                    east_light = 3'b010;
                    west_light = 3'b100;
                end 
            endcase 
     end 
endmodule
==> run.sh <==
#!/bin/bash
# OpenROAD 26Q1-2900-gdf79404cd8, Yosys 0.63+post, stock flow scripts
make -C /OpenROAD-flow-scripts/flow DESIGN_CONFIG=/design/flow/config.mk WORK_HOME=/design/flow/orfs finish
==> config.mk <==
export PLATFORM = sky130hd
export DESIGN_NAME = Traffic_sys
export DESIGN_NICKNAME = Traffic_sys
export VERILOG_FILES = /design/flow/design.v
export SDC_FILE = /design/flow/constraint.sdc
export NUM_CORES = 4
export LEC_CHECK = 1
export CORE_AREA = 10 10 70 70
export DIE_AREA = 0 0 80 80
==> constraint.sdc <==
current_design Traffic_sys

set clk_period 3.1
set clk_io_pct 0.2

create_clock -name clk0 -period $clk_period [get_ports {clk}]

set non_clock_inputs [all_inputs -no_clocks]
set_input_delay [expr $clk_period * $clk_io_pct] -clock clk0 $non_clock_inputs
set_output_delay [expr $clk_period * $clk_io_pct] -clock clk0 [all_outputs]
==> flow_metrics.py <==
# Flow results
metrics = {
    "final_timing": {
        "fin_setup_tns_ns": 0,
        "timing.clock.skew_ns": 0.0005875,
        "grt_setup_unrepaired": "false",
        "max-slew-margin-rel_pct": 70.67,
        "fmax_mhz": 446.3,
        "post_layout_minimum_cycle_time_ns": 2.240,
        "hold_viol_final": 0,
        "worst_pin_slew_ns": 0.4400,
        "whs_ns": 0.4597,
        "final_min_period_over_clock_period_pct": 72.27,
        "setup_viol_count_final": 0,
        "timing.final.max_slew_violations": 0,
    },
    "grt": {
        "number_of_antenna_violations_at_the_first_check_in_global_routing": 0,
        "first_pass_grt_wire_length_um": 1766,
        "grt_start_max_net_pins": 16,
        "grt_pass1_vias": 396,
        "remaining_global_route_overflow": 0,
        "global_route.usage.total_pct": 3.302,
    },
    "clocking": {
        "cts_hold_buf": 0,
        "clock_latency_ns": 0.24,
        "clock_tree.root_cell": "sky130_fd_sc_hd__clkbuf_4",
        "cts_htree_levels": 1,
        "cts-root-to-sink-buffers": 2,
        "cts_inserted_buffers": 3,
        "clkSinkCount": 7,
        "tritoncts": "built",
        "post-cts-setup-buffer-count": 0,
        "post_cts_resize_count": 0,
        "cts.clk_slew.worst_paths_ns": 0.05,
    },
    "yosys": {
        "synth-warning-count": 1,
        "post_synth_instance_area_um2": 528.0,
        "yosys_area_um2": 528.0,
        "ys.flops": 7,
        "netlist_top_cells_area": "sky130_fd_sc_hd__dfrtp_1 33%, sky130_fd_sc_hd__ha_1 14%, sky130_fd_sc_hd__inv_1 5.7%, sky130_fd_sc_hd__nand4bb_4 5.2%, sky130_fd_sc_hd__nand2b_1 4.7%",
        "yosysTopAreaCell": "sky130_fd_sc_hd__dfrtp_1",
        "netlist_instances": 57,
        "yosysTopAreaCellShare_pct": 33.18,
        "synth-cells-yosys": 57,
        "post_synth_num_cell_types": 26,
        "postSynthAreaPerCell_um2": 9.263,
        "seq_area_frac_synth_pct": 33.18,
    },
    "placement": {
        "port_buffers": 13,
        "dp_hpwl_um": 884.9,
        "globalplace.congestion": 0.7162,
    },
    "routing": {
        "vias_per_cell": 3.585,
        "routed_wire_length_per_instance_um": 9.008,
        "postRouteAntennaNets": 0,
        "detail_route.drc_violations": 0,
        "routed_wl_um": 1063,
        "initialDrtViolationCount": 41,
        "first_pass_iters": 4,
        "number_of_antenna_diodes": 0,
        "via_count": 423,
    },
    "worst_setup_path": {
        "worst_ep_arrival_time_ns": 1.62,
        "crit_path_frequent_cell": "sky130_fd_sc_hd__inv_1",
        "timing.critical_path.from_type": "flip-flop",
        "worst-endpoint-required_ns": 2.48,
        "critPathCaptureType": "output pin",
        "cp_slowest_stage_delay_ns": 0.52,
        "worstPathCellList": "inv_1 -> ha_1 -> inv_1 -> clkdlybuf4s50_1",
        "slowest_stage": "sky130_fd_sc_hd__dfrtp_1",
        "timing_worst_setup_path_type": "flip-flop to output pin",
        "critical_path.max_fanout": 11,
        "worstRegToRegCells": 5,
    },
    "job": {
        "maxCapViolations": 0,
        "warning_count": 29,
    },
    "floorplanning": {
        "die_w_um": 80,
        "initial_core_util_pct": 15.46,
        "die_height_um": 80,
        "ioPinCount": 14,
        "placement_rows": 21,
        "fp.dieArea_mm2": 0.006400,
        "core_region_area_mm2": 0.003416,
    },
    "power": {
        "power.ir.vdd_worst_v": 0.00006313,
        "power.density_cell_area_mw_per_mm2": 239.7,
        "power.leakage_uw": 0.0003236,
    },
    "layout": {
        "areaGrowthSynthToFinish_pct": 36.97,
        "drive_gt1_share_pct": 8.333,
        "final_cell_mix": "13 x sky130_fd_sc_hd__clkdlybuf4s50_1, 8 x sky130_fd_sc_hd__inv_1, 7 x sky130_fd_sc_hd__dfrtp_1",
        "lay_top_count": "sky130_fd_sc_hd__clkdlybuf4s50_1",
    },
    "min_path": {
        "worst_hold_stages": 1,
        "worst_hold_path_type": "flip-flop to flip-flop",
    },
    "outcome": {
        "status": "finished, final reports clean",
    },
}
## kinds of logic (layout without fill, tap and decap cells)
group / after synthesis / count (layout) / share of synthesized area [%]
AND-OR/OR-AND: 10 / 10 / 12.80
flip-flops: 7 / 7 / 33.18
adder cells (fa/ha/maj): 6 / 6 / 14.22
multiplexers: 2 / 2 / 4.028
buffers and inverters: 10 / 25 / 9.242
AND/OR/NAND/NOR: 22 / 22 / 26.54
## final timing paths
check,start,end,slack (ns)
max,state[1],east_light[2],0.86
min,count[0],count[0],0.46
max reg2reg,state[1],state[0],1.38
min reg2reg,count[0],count[0],0.46
max in group asynchronous,reset,state[1],2.28
min in group asynchronous,reset,count[1],0.61
## area by class of cell
cell class	count	area (µm²)
multi-input cells	40	304.0
well taps	46	57.56
flip-flops and latches	7	175.2
clock buffers	4	26.28
repair buffers	13	130.1
inverters	8	30.03
fillers	394	2693
## cell usage after synthesis
master,count
sky130_fd_sc_hd__o22ai_1,1
sky130_fd_sc_hd__a21boi_0,1
sky130_fd_sc_hd__or2_2,1
sky130_fd_sc_hd__nand3_1,1
sky130_fd_sc_hd__nor3b_1,1
sky130_fd_sc_hd__mux2i_1,1
sky130_fd_sc_hd__a221oi_1,1
sky130_fd_sc_hd__inv_1,8
sky130_fd_sc_hd__buf_6,1
sky130_fd_sc_hd__a22o_1,1
sky130_fd_sc_hd__a21oi_1,2
sky130_fd_sc_hd__buf_4,1
sky130_fd_sc_hd__and2_1,1
sky130_fd_sc_hd__nor2_1,3
sky130_fd_sc_hd__mux2_2,1
sky130_fd_sc_hd__a21o_1,1
sky130_fd_sc_hd__dfrtp_1,7
sky130_fd_sc_hd__nand2b_1,4
sky130_fd_sc_hd__and3_1,3
sky130_fd_sc_hd__nand3b_1,1
sky130_fd_sc_hd__nor3_1,2
sky130_fd_sc_hd__ha_1,6
sky130_fd_sc_hd__nand4bb_4,1
sky130_fd_sc_hd__nand2_1,4
sky130_fd_sc_hd__a31o_1,1
sky130_fd_sc_hd__o21ai_0,2
## registers in the layout, summed over array words and instances (netlist names)
register  flops
state         3
count         4
## routing by layer
metal  wire length [µm]  track usage (%)  up-vias
met5                  0                0        -
li1                   -                -      221
met1                500            4.240      193
met3                 62            1.136        2
met4                 10            1.056        0
met2                490            5.056        7
## critical path, delay by kind of cell, from the launching register on
family / cells / cell delay [ns]
buf+inv: 3 / 0.65
flops: 1 / 0.52
fa+ha+maj: 1 / 0.21
## metrics by stage
step | instance area [µm²] | utilization, % | total power [µW] | setup WS, ns | instances
after floorplan | 528.0 | - | 94.48 | 1.545 | 57
after global placement | 696.9 | 20.40 | 96.15 | 1.094 | 114
after detailed placement | 696.9 | 20.40 | 96.24 | 1.113 | 114
after CTS | 723.2 | 21.17 | 179.0 | 0.8401 | 118
after global routing | 723.2 | 21.17 | 183.6 | 0.7306 | 118
final | 723.2 | 21.17 | 173.4 | 0.8595 | 118
## power by group
part / switching, µW / internal (µW) / total, µW / leakage [µW]
clock: 29.9 / 48.9 / 78.7 / 0.0000150
sequential: 0 / 91.6 / 91.6 / 0.0000828
combinational: 1.86 / 1.17 / 3.03 / 0.000226
total: 31.7 / 142 / 173 / 0.000324
Power and IR drop assume default switching activity.
